==> flow/constraint.sdc <==
current_design led_blink

set clk_period 4.2
set clk_io_pct 0.2

create_clock -name clk0 -period $clk_period [get_ports {clk}]

set non_clock_inputs [all_inputs -no_clocks]
set_input_delay [expr $clk_period * $clk_io_pct] -clock clk0 $non_clock_inputs
set_output_delay [expr $clk_period * $clk_io_pct] -clock clk0 [all_outputs]
==> flow/run.sh <==
#!/bin/bash
# OpenROAD 26Q1-2900-gdf79404cd8, Yosys 0.63+post, stock flow scripts
make -C /OpenROAD-flow-scripts/flow DESIGN_CONFIG=/design/flow/config.mk WORK_HOME=/design/flow/orfs finish
==> flow/config.mk <==
export PLATFORM = sky130hd
export DESIGN_NAME = led_blink
export DESIGN_NICKNAME = led_blink
export VERILOG_FILES = /design/flow/design.v
export SDC_FILE = /design/flow/constraint.sdc
export NUM_CORES = 4
export LEC_CHECK = 1
export CORE_AREA = 10 10 95 95
export DIE_AREA = 0 0 105 105
export SYNTH_HDL_FRONTEND = slang
==> flow/design.v <==
module led_blink (
  input wire    clk,
  input wire    reset,
  output wire   ledo
);
localparam CNT = 27;
reg [CNT-1:0] cnt;
assign ledo = cnt[CNT-1];
always_ff @(posedge clk) begin
    if ( reset ) begin
        cnt <= {CNT{1'b0}};
    end else begin
        cnt <= cnt + {{CNT-1{1'b0}}, 1'b1};
    end
end
endmodule
==> Flow_metrics.wiki <==
== Metrics ==
{| class="wikitable"
! Metric !! Value
|-
| Reg2Reg Setup Slack || 2.14 ns
|-
| Final critical path time including I/O delays and setup || 2.06 ns
|-
| Post-route cell area || 1390 um^2
|-
| PD cells || 296 nW/um^2
|-
| Clock tree from TritonCTS || yes
|-
| Count of distinct cell types in the synthesized netlist || 27
|-
| Syn Std Cell Area || 1230 um^2
|-
| YS chip area || 1230 um^2
|-
| Placed cell area || 1340 um^2
|-
| Transition time at the pin with the least slew margin || 0.397 ns
|-
| Placer's final routability congestion estimate || 0.753
|-
| # diodes || 0
|-
| Run status || completed
|-
| Multiplexer share || 0
|-
| Critical path buffers and inverters || 0
|-
| Worst hold path cell count || 1
|-
| ANT nets after route || 0
|-
| Clock slew at the register clock pins of the worst setup and hold paths || 0.08 ns
|-
| Predominant post-synthesis flop cell || dfxtp_1
|-
| Share of the clock period used by the worst path after layout || 0.490
|-
| Cts repair resizes || 0
|-
| Post-synthesis sequential area ratio || 0.439
|-
| Dominant cells by area after synthesis || dfxtp_1 (44%), or4_1 (6.7%), o31ai_1 (6.1%), a21oi_1 (5.7%), xnor2_1 (5.7%)
|-
| Levels on crit path || 5
|-
| Number of antenna violations at the first check in global routing || 0
|-
| Max Buffers Root-to-Sink || 2
|-
| Die Span X || 105 um
|-
| Detailed Route Iter0 Violations || 73
|-
| Max-cap violation count || 0
|-
| Startpoint Class || flip-flop
|-
| Setup-violating endpoint count in the final report || 0
|-
| Final sum of negative setup slack || 0 ns
|-
| Series of cell instances along the critical path || ha_1 -> nand4_2 -> or3_4 -> or4_1 -> a21oi_1
|-
| Number of H-tree levels || 1
|-
| Register cell area after layout || 541 um^2
|-
| Routed Wire Length || 2060 um
|-
| Port Buffers || 2
|-
| Via density per instance || 4.11
|-
| Worst IR drop on VDD || 0.000190 V
|-
| Worst max-slew margin expressed relative to the limit || 0.735
|-
| Vias in the first global route || 889
|-
| CP Launch Point || cnt[0]
|-
| Synthesized area per cell || 8.79 um^2
|-
| Type of element capturing the critical path || flip-flop
|-
| Cell class contributing the biggest share of worst-path delay || simple AND/OR/NAND/NOR gates
|-
| Post-CTS Setup Repair Bufs || 0
|-
| Via Count || 974
|-
| Start of the worst register-to-register path || cnt[0]
|-
| Top Registers || cnt: 27 flops
|-
| First-pass GRT wire length || 3840 um
|-
| Max FFs per register || 27
|-
| Detail Placement HPWL || 1360 um
|-
| Leading post-synthesis cells by instance count || dfxtp_1 (27), a21oi_1 (14), nor2_1 (12)
|-
| Synth Area in Compound Gates || 0.138
|-
| Worst Reg-to-Reg Cells || 5
|-
| Detailed Routing Iterations Pass 1 || 4
|-
| Number of flops mapped to enable cells by yosys || 0
|-
| Largest net degree at the start of global routing || 29
|-
| Core area || 6910 um^2
|-
| Standard-cell rows || 30
|-
| Worst endpoint required time || 4.40 ns
|-
| Min-Delay Path Class || reg2reg
|-
| Area delta synth->final || 12.9%
|-
| Timing endpoint of the critical path || cnt[24]
|-
| Final number of max-transition violations || 0
|-
| Area leader share || 0.439
|-
| Type of the worst setup path || reg2reg
|-
| Setup repair after global routing missed its margin || false
|-
| Cts bufs inserted || 3
|-
| Hold buffers post-CTS || 0
|-
| Cell count after synthesis || 140
|-
| Clock Sink Count || 27
|-
| Residual DRC count || 0
|-
| Starting Density || 0.178
|-
| Share of layout cells above drive strength 1 || 0.0638
|-
| Ys Warns || 0
|-
| Post-synth ARST share || 0
|-
| Total routing resource utilization after global routing || 0.0386
|-
| Fraction of the mapped netlist area in simple logic gates || 0.298
|-
| Area occupied by multi-input gates || 637 um^2
|-
| Number of endpoints with negative hold slack in the final report || 0
|-
| Longest individual stage delay on the worst path || 0.53 ns
|-
| Grt ovf || 0
|-
| Standard cell with the maximum stage delay on the critical path || or4_1
|-
| Insertion delay to the later sink of the worst-skew pair || 0.26 ns
|-
| R2r endpoint || cnt[24]
|-
| Die Span Y || 105 um
|-
| CP Max Fanout || 12
|-
| Worst clock skew || 0.00504 ns
|-
| Clk Tree Root Cell || clkbuf_8
|-
| Fraction of the mapped netlist area in adder cells || 0.0102
|-
| Flops & latches, synth || 27
|-
| Biggest register || cnt
|-
| Dominant combinational family || simple AND/OR/NAND/NOR gates
|-
| Number of cell instances after yosys synthesis || 140
|-
| OpenROAD warning count || 25
|-
| Most numerous cell in the Yosys netlist || dfxtp_1
|-
| WP data arrival || 2.26 ns
|-
| Leakage power summed over all cells || 0.000379 uW
|-
| Cell accounting for the most synthesized area || dfxtp_1
|-
| Top-level I/O count || 3
|-
| F_max || 0.486 GHz
|-
| Full die area || 11,000 um^2
|-
| Number of fill cells in the layout || 781
|-
| Final routed wire length divided by cell count || 8.68 um
|-
| XOR Share, Synth || 0.0712
|}
[stage by stage]
stage / setup slack [ns] / cells / hold slack, ns / total power, uW / utilization
after floorplan: 2.26 / 140 / 0.430 / 274 / -
after global placement: 2.09 / 233 / 0.446 / 277 / 0.195
after detailed placement: 2.09 / 233 / 0.451 / 277 / 0.195
after CTS: 2.13 / 237 / 0.472 / 422 / 0.201
after global routing: 2.01 / 237 / 0.490 / 432 / 0.201
final: 2.14 / 237 / 0.464 / 411 / 0.201
[kinds of logic after synthesis]
logic type / after synthesis
buffers and inverters: 11
xor gates and xnor gates: 10
AOI/OAI and AO/OA: 29
adders and majority gates: 1
and+or+nand+nor: 62
DFF: 27
[final cells by class]
| type | instances | area share |
|---|---|---|
| multi-input cells | 102 | 0.459 |
| flip-flops and latches | 27 | 0.389 |
| well taps | 96 | 0.0865 |
| clock buffers | 4 | 0.0324 |
| repair buffers | 3 | 0.0198 |
| inverters | 5 | 0.0135 |
[worst min path at each step]
stage	from	to	slack [ns]
finish	cnt[0]	cnt[0]	0.46
global route	cnt[25]	cnt[25]	0.49
CTS	cnt[0]	cnt[0]	0.47
[layer usage]
layer	GRT usage	vias up	share of wire
met5	0	-	0
met4	0.00392	0	0
met3	0.0112	0	0.047
met2	0.0596	23	0.41
met1	0.0542	431	0.54
li1	-	520	-
[placed cells by master (no fill, tap or decap), drive strengths merged]
cell	count
buf	1
clkbuf	4
nand4	4
or4	12
ha	1
nand3	9
xor2	2
or3	5
nor4	3
dfxtp	27
inv	5
nand2	9
xnor2	8
clkdlybuf4s50	2
o21ai	5
and4	2
nor2	12
nor2b	2
and3	2
a21oi	14
nor3	2
o31ai	10
[power by group]
group	internal [uW]	total [uW]	switching [uW]
combinational	3.92	10.0	6.08
sequential	258	261	2.50
clock	67.7	140	72.1
Power figures rest on the tool's default switching activity, not on a simulated workload.
