$ cat ./config.mk
export PLATFORM = sky130hd
export DESIGN_NAME = axi2lbus_bridge
export DESIGN_NICKNAME = axi2lbus_bridge
export VERILOG_FILES = /design/flow/design.v
export SDC_FILE = /design/flow/constraint.sdc
export NUM_CORES = 4
export LEC_CHECK = 1
export CORE_UTILIZATION = 30
export SYNTH_HDL_FRONTEND = slang
$ cat ./constraint.sdc
current_design axi2lbus_bridge

set clk_period 4.1
set clk_io_pct 0.2

create_clock -name clk0 -period $clk_period [get_ports {clk}]

set non_clock_inputs [all_inputs -no_clocks]
set_input_delay [expr $clk_period * $clk_io_pct] -clock clk0 $non_clock_inputs
set_output_delay [expr $clk_period * $clk_io_pct] -clock clk0 [all_outputs]
$ cat ./design.v
typedef enum logic [3-1:0] {
  SIZE_1B     = 3'b000,
  SIZE_2B     = 3'b001,
  SIZE_4B     = 3'b010,
  SIZE_8B     = 3'b011,
  SIZE_16B    = 3'b100,
  SIZE_32B    = 3'b101,
  SIZE_64B    = 3'b110,
  SIZE_128B   = 3'b111
} axi3_size_t;
typedef enum logic [2-1:0] {
  BST_FIXED = 2'b00,
  BST_INCR  = 2'b01,
  BST_WRAP  = 2'b10,
  RESERVED  = 2'b11
} axi3_bst_t;
typedef enum logic [2-1:0] {
  RESP_OKAY   = 2'b00,
  RESP_EXOKAY = 2'b01,
  RESP_SLVERR = 2'b10,
  RESP_DECERR = 2'b11
} axi3_resp_t;
`default_nettype none
module axi2lbus_bridge #(
  parameter AddrW     = 8,
  parameter DataW     = 32,
  parameter IdW       = 2,
  parameter AxiIdW    = 4,
  parameter StrbW     = DataW / 8,
  parameter AxiBlenW  = 4
)( 
  input wire                  clk,
  input wire                  reset,
  input wire                  bus_req,
  input wire [IdW-1:0]        bus_id,
  input wire [StrbW-1:0]      bus_strb,
  input wire [AddrW-1:0]      bus_addr,
  input wire [DataW-1:0]      bus_wdata,
  output wire                 bus_readyo,
  output wire [IdW-1:0]       bus_ido,
  output wire [DataW-1:0]     bus_rdatao,
  output wire                 bus_busyo,
  input wire                  axi_wready,
  input wire                  axi_awready,
  output wire [AxiIdW-1:0]    axi_awido,
  output wire [AddrW-1:0]     axi_awaddro,
  output wire [AxiBlenW-1:0]  axi_awleno,
  output wire axi3_size_t     axi_awsizeo,
  output wire axi3_bst_t      axi_awbursto,
  output wire                 axi_awvalido,
  output wire [DataW-1:0]     axi_wdatao,
  output wire [StrbW-1:0]     axi_wstrbo,
  output wire                 axi_wlasto,
  output wire                 axi_wvalido,
  input wire                  axi_bvalid,
  output wire                 axi_breadyo,
  input wire                  axi_arready,
  output wire [AxiIdW-1:0]    axi_arido,
  output wire [AddrW-1:0]     axi_araddro,
  output wire [AxiBlenW-1:0]  axi_arleno,
  output wire axi3_size_t     axi_arsizeo,
  output wire                 axi_arvalido,
  output wire axi3_bst_t      axi_arbursto,
  input wire [DataW-1:0]      axi_rdata,
  input wire                  axi_rvalid,
  output wire                 axi_rreadyo
);
typedef enum logic[2:0] {
  ST_IDLE       = 3'b000,
  ST_READ_AD    = 3'b001,
  ST_READ       = 3'b010,
  ST_READ_READY = 3'b011,
  ST_WRITE_AD   = 3'b100,
  ST_WRITE      = 3'b101,
  ST_WRITE_RESP = 3'b110
} req_fsm_t;
typedef struct packed {
  logic [IdW-1:0]   id;
  logic [StrbW-1:0] strb;
  logic [AddrW-1:0] addr;
  logic [DataW-1:0] data;
} req_entry_t;
wire req_entry_t new_entry = '{id: bus_id,
                               strb: bus_strb,
                               addr: bus_addr,
                               data: bus_wdata};
reg           r_valid;
req_fsm_t     r_state;
req_entry_t   r_entry;
logic         c_wreq;
logic         c_rreq;
logic         c_bus_ready;
logic         c_arvalid;
logic         c_rready;
logic         c_awvalid;
logic         c_wvalid;
logic         c_bready;
axi3_size_t   c_size_dec;
always_comb begin
  c_rreq = bus_req && !(|bus_strb);
  c_wreq = bus_req &&  (|bus_strb);
  c_bus_ready = (r_state == ST_READ_READY) || ((r_state == ST_IDLE) && c_wreq);
  c_arvalid = (r_state == ST_READ_AD);
  c_rready  = (r_state == ST_READ);
  c_awvalid = (r_state == ST_WRITE_AD);
  c_wvalid  = (r_state == ST_WRITE);
  c_bready  = (r_state == ST_WRITE_RESP);
  case ( DataW/8 )
    1:        c_size_dec = SIZE_1B;
    2:        c_size_dec = SIZE_2B;
    4:        c_size_dec = SIZE_4B;
    8:        c_size_dec = SIZE_8B;
    16:       c_size_dec = SIZE_16B;
    32:       c_size_dec = SIZE_32B;
    64:       c_size_dec = SIZE_64B;
    128:      c_size_dec = SIZE_128B;
    default:  c_size_dec = SIZE_1B;
  endcase
end
assign bus_rdatao   = r_entry.data;
assign bus_readyo   = c_bus_ready;
assign bus_ido      = r_entry.id;
assign bus_busyo    = r_valid;
assign axi_awido    = {AxiIdW{1'b0}};
assign axi_awaddro  = r_entry.addr;
assign axi_wdatao   = r_entry.data;
assign axi_wstrbo   = r_entry.strb;
assign axi_awleno   = {AxiBlenW{1'b0}};  
assign axi_wlasto   = 1'b1;
assign axi_awbursto = BST_INCR;
assign axi_awsizeo  = c_size_dec;
assign axi_awvalido = c_awvalid;
assign axi_wvalido  = c_wvalid;
assign axi_breadyo  = c_bready;
assign axi_arido    = {AxiIdW{1'b0}};
assign axi_araddro  = r_entry.addr;
assign axi_arleno   = {AxiBlenW{1'b0}};  
assign axi_arbursto = BST_INCR;
assign axi_arsizeo  = c_size_dec;
assign axi_arvalido = c_arvalid;
assign axi_rreadyo  = c_rready;
always_ff @(posedge clk) begin
  if ( reset ) begin
    r_valid <= 1'b0;
    r_state <= ST_IDLE;
    r_entry <= {$bits(req_entry_t){1'b0}};
  end else begin
    case ( r_state )
      ST_IDLE : begin
        if ( bus_req ) begin
          r_valid <= 1'b1;
          r_entry <= new_entry;
          r_state <= c_rreq ? ST_READ_AD : ST_WRITE_AD;
        end
      end
      ST_READ_AD : begin
        if ( axi_arready ) begin
          r_state <= ST_READ;
        end
      end
      ST_READ : begin
        if ( axi_rvalid ) begin
          r_state      <= ST_READ_READY;
          r_entry.data <= axi_rdata;
        end
      end
      ST_READ_READY : begin
        r_state <= ST_IDLE;
        r_valid <= 1'b0;
      end
      ST_WRITE_AD : begin
        if ( axi_awready ) begin
          r_state <= ST_WRITE;
        end
      end
      ST_WRITE : begin
        if ( axi_wready ) begin
          r_state <= ST_WRITE_RESP;
        end
      end
      ST_WRITE_RESP : begin
        if ( axi_bvalid ) begin
          r_state <= ST_IDLE;
          r_valid <= 1'b0;
        end
      end
      default : begin
        r_state <= ST_IDLE;
        r_valid <= 1'b0;
      end
    endcase
  end
end
endmodule
`default_nettype wire
$ cat ./run.sh
#!/bin/bash
# OpenROAD 26Q1-2900-gdf79404cd8, Yosys 0.63+post, stock flow scripts
make -C /OpenROAD-flow-scripts/flow DESIGN_CONFIG=/design/flow/config.mk WORK_HOME=/design/flow/orfs finish
==> qor.txt <==
Reg-to-reg endpoint: axi_wdatao[1]$_SDFFE_PP0P_
Reg2Reg Depth: 3
Fp util: 31.4%
Slew @ Worst Pin: 0.872 ns
Hold Crit Depth: 2
Initial DRC count: 76
DP Wirelength: 5.66 mm
Syn Area/Cell: 9.35 µm²
Setup Skew: 0.00582 ns
Hold_buf cts: 0
Reg2Reg Setup Slack: 2.00 ns
Largest net degree at the start of global routing: 35
Core Box Area: 0.00937 mm²
Area leader share: 36.7%
Fillers: 894
Most frequent cell after synthesis: buf_4
Initial antenna violation count: 0
WL/cell: 13.7 µm
FF-to-FF Start: r_state[2]$_DFF_P_
Post-synthesis cell type count: 26
Sequential Area: 0.00108 mm²
Peak Freq: 311 MHz
Vias in the first global route: 2288
Die ar.: 0.0102 mm²
Critical path's slowest cell: clkdlybuf4s50_1
Logic area: 0.00132 mm²
Vias per cell: 4.38
Top FF cell, synth: dfxtp_1
TritonRoute pass-1 iters: 4
Tot GR Track Use: 14.5%
Final period util: 78.4%
Yosys synthesis chip area: 0.00295 mm²
# port buffers: 178
Top cells by count: buf_4, dfxtp_1, a21oi_1, nand2_1, mux2i_1
Max rail drop VDD: 0.125 mV
# Cells Yosys: 315
H-tree depth: 2
Setup TNS: 0 ns
Top area cell types: dfxtp_1, buf_4, a211oi_2
Startpoint types: input port
Synth Instances: 315
Mapped cell area: 0.00295 mm²
FP Rows: 35
Relative slew slack: 41.9%
Remaining DRCs: 0
Final WL: 7.80 mm
Clock sinks: 54
Post-synth seq share: 36.7%
Worst Path Required: 3.28 ns
Placer Congestion: 0.765
Max_cap viols: 0
Tool Warnings: 25
CP Max Fanout: 16
Ys async rst share: 0%
Pwr Density: 277 mW/mm²
Pleak: 1.55 nW
Die height: 101 µm
CP cell instances: clkdlybuf4s50_1, nand2_1, o21bai_1, clkdlybuf4s50_1
DP Worst Slack: 0.895 ns
First-pass GRT wire length: 11.7 mm
Layout cell share with drive strength beyond 1: 10.0%
DRT antenna net count: 0
CP startpoint: bus_req
Total power: 1.24 mW
Worst-path clk slew: 0.09 ns
Area Overhead vs Synth: 51.4%
Via count: 2485
Final hold violation count: 0
Crit path kind: input port to output pin
Deepest clock path buffer count: 2
Worst Setup End Kind: output pin
Post-synth regs: 54
Root buf cell: clkbuf_8
Skew-Pair Late Insertion Delay: 0.30 ns
Most frequent CP cell: clkdlybuf4s50_1
Status: finished clean
PnR worst setup slack: 0.886 ns
Setup Viol. Count Final: 0
RSZ-0062 raised after global routing: no
Fin crit period: 3.21 ns
Hold path start: axi_wstrbo[3]$_SDFFE_PP0P_
CTS resizes: 0
Worst Hold Path EP: axi_wstrbo[3]$_SDFFE_PP0P_
Grt ovf: 0
Die Wd: 101 µm
Area leader, netlist: dfxtp_1
Io pins: 206
CTS buffer count: 5
CTS tree: built
Fin. max-slew vios: 0
Ys Warns: 0
Setup Buffers After CTS: 0
Largest stage delay, worst path: 0.51 ns
Worst Hold Class: flop to flop
CP arrival: 2.39 ns
Number of enable flip-flop cells: 0
Ant diodes: 0
Fin Hold WS: 0.461 ns
[placed cells by master (no fill, tap or decap), types with 2 or more instances in the layout]
cell type / Yosys / routed
clkbuf_8: 0 / 6
nor2_1: 2 / 2
nand2b_1: 4 / 4
clkdlybuf4s50_1: 0 / 177
a211oi_1: 2 / 2
mux2i_1: 32 / 32
nor2b_1: 2 / 2
inv_1: 2 / 2
a211oi_2: 30 / 30
dfxtp_1: 54 / 53
conb_1: 2 / 27
nand2_1: 33 / 33
nor4_1: 2 / 2
a21oi_1: 50 / 50
buf_4: 67 / 3
[worst max-delay path: cells and delay by family]
kind            cells  cell delay (ns)
buf+inv             2             1.00
simple gates        1             0.32
compound gates      1             0.26
[area by class of cell]
class,instances,share of cell area [%]
Clock buffer,7,1.94
Clock inverter,1,0.112
Inverter,2,0.168
Multi-Input combinational cell,193,29.5
Sequential cell,54,24.3
Tap cell,129,3.62
Timing Repair Buffer,181,40.4
[through the flow]
stage / utilization (%) / instances / cell area [µm²]
floorplan: - / 340 / 3040
global placement: 46.6 / 559 / 4370
detailed placement: 46.6 / 559 / 4370
CTS: 47.6 / 567 / 4460
global route: 47.6 / 567 / 4460
finish: 47.6 / 567 / 4460
[per-layer routing]
metal	GRT usage [%]	wire length, µm	share of wire, %	up-vias
met1	21.0	3430	44	1110
met2	22.8	3500	45	132
met5	0	0	0	-
met4	1.00	48	0.62	0
met3	4.30	815	10	7
li1	-	-	-	1236
[logic make-up after synthesis]
logic type | Yosys count | share of synthesized area (%)
DFF | 54 | 36.7
muxes | 33 | 11.4
other | 2 | 0.255
AOI/OAI and AO/OA | 86 | 22.7
buffers and inverters | 93 | 21.8
and+or+nand+nor | 47 | 7.14
[how the worst max path moves through the flow]
stage         cells after the start  slack (ns)         end
finish                            4        0.89  bus_readyo
global route                      4        0.77  bus_readyo
CTS                               4        0.88  bus_readyo
[where the power goes]
| group | switching (mW) | total (mW) | internal, mW | leakage, nW |
|---|---|---|---|---|
| Sequential | 0.0326 | 0.598 | 0.565 | 0.447 |
| Combinational | 0.103 | 0.336 | 0.234 | 1.05 |
| Clock | 0.165 | 0.301 | 0.137 | 0.0482 |
| Total | 0.300 | 1.24 | 0.936 | 1.55 |
[flip-flops by register name, summed over array words and instances, names as in the netlist]
signal	flops
axi_wstrbo	4
axi_araddro	8
axi_wdatao	32
bus_ido	2
r_state	7
bus_busyo	1
Power is estimated from default activity; no workload was simulated.
