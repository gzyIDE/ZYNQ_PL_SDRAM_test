[/design/flow/run.sh]
#!/bin/bash
# OpenROAD 26Q1-2900-gdf79404cd8, Yosys 0.63+post, stock flow scripts
make -C /OpenROAD-flow-scripts/flow DESIGN_CONFIG=/design/flow/config.mk WORK_HOME=/design/flow/orfs finish
[/design/flow/config.mk]
export PLATFORM = sky130hd
export DESIGN_NAME = reset_sync
export DESIGN_NICKNAME = reset_sync
export VERILOG_FILES = /design/flow/design.v
export SDC_FILE = /design/flow/constraint.sdc
export NUM_CORES = 4
export LEC_CHECK = 1
export CORE_AREA = 10 10 93 93
export DIE_AREA = 0 0 103 103
export SYNTH_HDL_FRONTEND = slang
[/design/flow/constraint.sdc]
current_design reset_sync

set clk_period 2.9
set clk_io_pct 0.2

create_clock -name clk0 -period $clk_period [get_ports {clk}]
create_clock -name clk1 -period $clk_period [get_ports {clk_100m}]
create_clock -name clk2 -period $clk_period [get_ports {clk_200m}]
create_clock -name clk3 -period $clk_period [get_ports {clk_33m}]

set non_clock_inputs [all_inputs -no_clocks]
set_input_delay [expr $clk_period * $clk_io_pct] -clock clk0 $non_clock_inputs
set_output_delay [expr $clk_period * $clk_io_pct] -clock clk0 [all_outputs]
[/design/flow/design.v]
module cdc_sync (
  input wire    iclk,
  input wire    isig,
  input wire    oclk,
  output wire   osigo
);
localparam SyncStage = 3;
reg                 r_isync;
reg [SyncStage-1:0] r_osync;
assign osigo = r_osync[SyncStage-1];
always_ff @(posedge iclk) begin
  r_isync <= isig;
end
always_ff @(posedge oclk) begin
  r_osync <= {r_osync[SyncStage-2:0], r_isync};
end
endmodule
module reset_sync (
  input wire    clk,
  input wire    locked,
  input wire    reset,
  input wire    clk_100m,
  input wire    clk_200m,
  input wire    clk_33m,
  output wire   reset_100mo,
  output wire   reset_200mo,
  output wire   reset_33mo
);
typedef enum logic[1:0] {
  INIT      = 2'b00,
  LOCK_WAIT = 2'b01,
  REL_DELAY = 2'b10,
  ACTIVE    = 2'b11
} reset_fsm_t;
reset_fsm_t r_fsm;
reg [9:0]   r_cnt;
wire        ireset = (r_fsm != ACTIVE);
always_ff @(posedge clk) begin
  if ( reset ) begin
    r_cnt <= 10'h3ff;
    r_fsm <= INIT;
  end else begin
    case (r_fsm)
      INIT      : begin
        r_fsm <= LOCK_WAIT;
      end
      LOCK_WAIT : begin
        r_fsm <= locked ? REL_DELAY : LOCK_WAIT;
      end
      REL_DELAY : begin
        r_fsm <= (r_cnt == 10'h000) ? ACTIVE : REL_DELAY;
        r_cnt <= r_cnt - 10'h1;
      end
      ACTIVE : begin
        r_fsm <= ACTIVE;
      end
    endcase
  end
end
cdc_sync reset_sync_100m (
  .iclk   ( clk ),
  .isig   ( ireset ),
  .oclk   ( clk_100m ),
  .osigo  ( reset_100mo )
);
cdc_sync reset_sync_200m (
  .iclk   ( clk ),
  .isig   ( ireset ),
  .oclk   ( clk_200m ),
  .osigo  ( reset_200mo )
);
cdc_sync reset_sync_33m (
  .iclk   ( clk ),
  .isig   ( ireset ),
  .oclk   ( clk_33m ),
  .osigo  ( reset_33mo )
);
endmodule
==> flow_summary_export.csv <==
group,metric,value,unit
outcome,status,"finished, final reports clean",
worst_setup_path,cp_top_family,"simple AND/OR/NAND/NOR gates",
routing,antenna_left,0,
routing,vias_per_cell,3.23,
synth,synth_warnings,0,
global_routing,grt_pass1_vias,447,
synth,syn_avg_cell_area,10.6,um2
synth,synthesis.area,734,um2
clock_tree,cts_sinks,23,
synth,yosys.stat.chipArea,734,um2
final_timing,worst_pin_slew,0.353,ns
final_timing,fin_ws,1.24,ns
worst_setup_path,r2r_slack,1.24,ns
job,cap_viol_max_count,0,
worst_setup_path,cp_cell_sequence,"or4_1, nor4_1, mux2i_1",
placement,place.gp.congestion,0.740,
global_routing,grt_first_pass_wirelength,2010,um
global_routing,grt_max_degree,10,
synth,synthDistinctLibCells,26,
global_routing,overflow,0,
worst_setup_path,critPathRequiredTime,3.07,ns
clock_tree,cts_tree,"built",
worst_setup_path,reg2reg_depth,3,
routing,drtIter0Drc,31,
clock_tree,clkTransAtPathRegs,0.05,ns
worst_setup_path,crit_slowest_cell,"or4_1",
clock_tree,hold_buffers,0,
power_and_ir_drop,power.density,825,nW/um2
synth,syn_inst,69,
synth,yosys.stat.seqShare,62.7,%
layout,postLayoutCellArea,1050,um2
final_timing,hold_ws,0.318,ns
placement,port_buffers,5,
global_routing,antenna_found_initial,0,
synth,synth_flops,23,
worst_setup_path,worstPathArrival,1.83,ns
final_timing,fin_setup_tns,0,ns
worst_setup_path,crit_fanout,7,
synth,largest_area_cell,"dfxtp_1",
synth,netlist.area_leader.share,62.7,%
routing,drc_errors,0,
routing,num_vias,537,
hold_path,whs_path_depth,0,
synth,ys_cells,69,
floorplanning,die_y,103,um
hold_path,min-delay-start,"reset_sync_100m.r_osync[1]",
power_and_ir_drop,peakVddDrop,209,uV
clock_tree,postCtsSetupBuffers,0,
job,warning_count,26,
floorplanning,initCoreUtil,10.9,%
placement,dp_slack,1.23,ns
placement,placed_area,871,um2
floorplanning,die-area,10600,um2
hold_path,min_delay_worst_endpoint,"reset_sync_100m.r_osync[2]",
placement,dp_hpwl,848,um
synth,top_cells_by_area,"dfxtp_1, nand2_1, nand3_1",
hold_path,hold_path.class,"flop to flop",
worst_setup_path,r2r_start,"r_cnt[3]",
layout,area_delta_synth_final,42.6,%
worst_setup_path,reg2reg_to,"r_cnt[9]",
final_timing,hold_viol,0,
routing,wl,1260,um
routing,antennaDiodeCount,0,
worst_setup_path,critPathBufInv,0,
final_timing,slew_headroom,76.2,%
floorplanning,core,6760,um2
layout,post-route-util,15.5,%
final_timing,setup_viol,0,
global_routing,grt_use_total,2.61,%
clock_tree,cts_resized,0,
worst_setup_path,end_kind,"flop",
final_timing,slew_viol_final,0,
floorplanning,ioPinCount,9,
routing,drt-pass1-iter-count,4,
final_timing,skew,0.00164,ns
worst_setup_path,max_stage_delay,0.65,ns
worst_setup_path,path_class,"flop to flop",
worst_setup_path,cp-start-kind,"flop",
floorplanning,die_w,103,um
power_and_ir_drop,p_leak,0.383,nW
routing,wl_per_cell,7.56,um
layout,drive_gt1_share,16.3,%
floorplanning,num_rows,30,
final_timing,rsz0062_at_grt,"no",
-- power breakdown --
part	total [mW]	switching, mW	internal (mW)
Clock	0.505	0.134	0.372
Combinational	0.0191	0.00695	0.0122
Sequential	0.339	0.00626	0.333
Total	0.864	0.147	0.717
-- logic make-up (layout without fill, tap and decap cells) --
group | Yosys count | in the layout | synth area share [%]
compound gates | 10 | 10 | 8.86
xor+xnor | 2 | 2 | 2.39
fa+ha+maj | 1 | 1 | 1.70
buf+inv | 7 | 24 | 3.92
flops | 23 | 23 | 62.7
mux | 1 | 1 | 1.36
simple gates | 25 | 25 | 19.1
-- sequential cells by signal, summed over array words and instances, names as in the netlist --
register and cells:
r_cnt 10, r_fsm 3, reset_sync_100m.r_osync 3, reset_sync_200m.r_osync 3
reset_sync_33m.r_osync 3, reset_sync_33m.r_isync 1
-- synth_stat cells (all sizes together) --
| cell | instances |
|---|---|
| or3 | 3 |
| nand3 | 5 |
| or3b | 1 |
| nand2 | 7 |
| nor2b | 1 |
| inv | 3 |
| nor4 | 1 |
| clkbuf | 2 |
| a21oi | 2 |
| buf | 1 |
| xnor2 | 1 |
| dfxtp | 23 |
| o21ai | 3 |
| xor2 | 1 |
| nand3b | 1 |
| o211ai | 1 |
| clkinv | 1 |
| or4 | 3 |
| or4b | 1 |
| nor2 | 2 |
| mux2i | 1 |
| ha | 1 |
| o31ai | 2 |
| o41ai | 2 |
-- layer usage --
layer  vias up  track usage (%)  share of wire (%)
met5         -                0                  0
met1       248             3.05                 49
li1        272                -                  -
met2        15             2.39                 37
met4         0             1.07                1.2
met3         2             3.52                 12
-- worst register-to-register path, delay by kind of cell (launching register included) --
kind | cells | cell delay (ns)
flip-flops | 1 | 0.35
multiplexers | 1 | 0.22
AND/OR/NAND/NOR | 2 | 1.02
-- metrics by stage --
stage          power (mW)  instances
3_3_place_gp        0.364        151
5_1_grt             0.915        166
3_5_place_dp        0.364        151
4_1_cts             0.885        166
2_1_floorplan       0.351         69
6_report            0.864        166
-- area by class of cell --
class	count	area, um2
Clock buffer	15	176
Fill cell	759	5710
Inverter	4	15.0
Multi-Input combinational cell	39	245
Sequential cell	23	460
Tap cell	80	100
Timing Repair Buffer	5	50.0
-- placed cells by master (no fill, tap or decap), drive strengths merged --
cell type      count
clkdlybuf4s50      5
o21ai              3
nor2b              1
nand3              5
mux2i              1
clkbuf            15
or3b               1
ha                 1
clkinv             1
or3                3
o31ai              2
or4b               1
nor2               2
o41ai              2
xnor2              1
nand2              7
nand3b             1
o211ai             1
xor2               1
or4                3
a21oi              2
inv                3
nor4               1
dfxtp             23
-- worst max path at each step --
stage / start / to / slack [ns] / cells past startpoint
6_report: r_cnt[3] / r_cnt[9] / 1.24 / 3
5_1_grt: r_cnt[3] / r_cnt[9] / 1.15 / 3
4_1_cts: r_cnt[3] / r_cnt[9] / 1.23 / 3
No activity file was given, so power comes from the tool's default toggle rates.
